$ cat ./config.mk
export PLATFORM = sky130hd
export DESIGN_NAME = top
export DESIGN_NICKNAME = top
export VERILOG_FILES = /design/flow/design.v
export SDC_FILE = /design/flow/constraint.sdc
export NUM_CORES = 4
export LEC_CHECK = 1
export CORE_UTILIZATION = 40
$ cat ./constraint.sdc
current_design top

set clk_period 3.8
set clk_io_pct 0.2

create_clock -name clk0 -period $clk_period [get_ports {clk_100MHz}]

set non_clock_inputs [all_inputs -no_clocks]
set_input_delay [expr $clk_period * $clk_io_pct] -clock clk0 $non_clock_inputs
set_output_delay [expr $clk_period * $clk_io_pct] -clock clk0 [all_outputs]
$ cat ./design.v
`timescale 1ns / 1ps
module metronome(
    input clk,                             
    input reset,                           
    input [3:0] tempo_switches, 
    input video_on,                         
    input [9:0] x, y,                       
    output reg [11:0] rgb                   
    );
    parameter X_MAX = 639;                     
    parameter Y_MAX = 479;                     
    parameter PENDULUM_COLOR_RGB = 12'h0FF;    
    parameter BACKGROUND_COLOR_RGB = 12'h000;  
    parameter PENDULUM_SIZE = 64;              
    parameter PENDULUM_VELOCITY_POS = 1;       
    parameter PENDULUM_VELOCITY_NEG = -1;      
    wire refresh_tick;
    assign refresh_tick = ((y == 481) && (x == 0)) ? 1 : 0;
    wire [9:0] sq_x_l, sq_x_r;             
    wire [9:0] sq_y_t, sq_y_b;             
    reg [9:0] sq_x_reg, sq_y_reg;            
    wire [9:0] sq_x_next, sq_y_next;        
    reg [9:0] x_delta_reg, y_delta_reg;      
    reg [9:0] x_delta_next, y_delta_next;   
    always @(posedge clk or posedge reset)
        if(reset) begin
            sq_x_reg <= 0;
            sq_y_reg <= Y_MAX - PENDULUM_SIZE;
            x_delta_reg <= 10'h002;
            y_delta_reg <= 10'h002;
        end
        else begin
            sq_x_reg <= sq_x_next;
            sq_y_reg <= sq_y_next;
            x_delta_reg <= x_delta_next;
            y_delta_reg <= y_delta_next;
        end
    assign sq_x_l = sq_x_reg;                   
    assign sq_y_t = sq_y_reg;                  
    assign sq_x_r = sq_x_l + PENDULUM_SIZE - 1;   
    assign sq_y_b = sq_y_t + PENDULUM_SIZE - 1;   
    wire sq_on;
    assign sq_on = (sq_x_l <= x) && (x <= sq_x_r) &&
                   (sq_y_t <= y) && (y <= sq_y_b);
    assign sq_x_next = (refresh_tick) ? sq_x_reg + x_delta_reg : sq_x_reg;
    assign sq_y_next = sq_y_reg;
    always @* begin
        x_delta_next = x_delta_reg;
        y_delta_next = y_delta_reg;
        if(sq_x_l < 1)   
            x_delta_next = PENDULUM_VELOCITY_POS + tempo_switches[0] + tempo_switches[1] + tempo_switches[2] + tempo_switches[3];     
        else if(sq_x_r > X_MAX)
            x_delta_next = PENDULUM_VELOCITY_NEG - tempo_switches[0] - tempo_switches[1] - tempo_switches[2] - tempo_switches[3];     
    end
    always @*
        if(~video_on)
            rgb = BACKGROUND_COLOR_RGB;
        else
            if(sq_on)
                rgb = PENDULUM_COLOR_RGB;
            else
                rgb = BACKGROUND_COLOR_RGB;
endmodule
`timescale 1ns / 1ps
module top(
    input clk_100MHz,        
    input reset,             
    input [3:0] sw, 
    output hsync,            
    output vsync,            
    output [11:0] rgb        
    );
    wire w_video_on, w_p_tick;
    wire [9:0] w_x, w_y;
    reg [11:0] rgb_reg;
    wire[11:0] rgb_next;
    vga_controller vc(.clk_100MHz(clk_100MHz), .reset(reset), .video_on(w_video_on), .hsync(hsync), 
                      .vsync(vsync), .p_tick(w_p_tick), .x(w_x), .y(w_y));
    metronome m(.clk(clk_100MHz), .reset(reset), .tempo_switches(sw),  .video_on(w_video_on), 
                        .x(w_x), .y(w_y), .rgb(rgb_next));
    always @(posedge clk_100MHz)
        if(w_p_tick)
            rgb_reg <= rgb_next;
    assign rgb = rgb_reg;
endmodule
`timescale 1ns / 1ps
module vga_controller(
    input clk_100MHz,    
    input reset,         
    output video_on,     
    output hsync,        
    output vsync,        
    output p_tick,       
    output [9:0] x,      
    output [9:0] y       
    );
    parameter HD = 640;              
    parameter HF = 48;               
    parameter HB = 16;               
    parameter HR = 96;               
    parameter HMAX = HD+HF+HB+HR-1;  
    parameter VD = 480;              
    parameter VF = 10;               
    parameter VB = 33;               
    parameter VR = 2;                
    parameter VMAX = VD+VF+VB+VR-1;  
	reg  [1:0] r_25MHz;
	wire w_25MHz;
	always @(posedge clk_100MHz or posedge reset)
		if(reset)
		  r_25MHz <= 0;
		else
		  r_25MHz <= r_25MHz + 1;
	assign w_25MHz = (r_25MHz == 0) ? 1 : 0;  
    reg [9:0] h_count_reg, h_count_next;
    reg [9:0] v_count_reg, v_count_next;
    reg v_sync_reg, h_sync_reg;
    wire v_sync_next, h_sync_next;
    always @(posedge clk_100MHz or posedge reset)
        if(reset) begin
            v_count_reg <= 0;
            h_count_reg <= 0;
            v_sync_reg  <= 1'b0;
            h_sync_reg  <= 1'b0;
        end
        else begin
            v_count_reg <= v_count_next;
            h_count_reg <= h_count_next;
            v_sync_reg  <= v_sync_next;
            h_sync_reg  <= h_sync_next;
        end
    always @(posedge w_25MHz or posedge reset)       
        if(reset)
            h_count_next = 0;
        else
            if(h_count_reg == HMAX)                  
                h_count_next = 0;
            else
                h_count_next = h_count_reg + 1;         
    always @(posedge w_25MHz or posedge reset)
        if(reset)
            v_count_next = 0;
        else
            if(h_count_reg == HMAX)                  
                if((v_count_reg == VMAX))            
                    v_count_next = 0;
                else
                    v_count_next = v_count_reg + 1;
    assign h_sync_next = (h_count_reg >= (HD+HB) && h_count_reg <= (HD+HB+HR-1));
    assign v_sync_next = (v_count_reg >= (VD+VB) && v_count_reg <= (VD+VB+VR-1));
    assign video_on = (h_count_reg < HD) && (v_count_reg < VD);  
    assign hsync  = h_sync_reg;
    assign vsync  = v_sync_reg;
    assign x      = h_count_reg;
    assign y      = v_count_reg;
    assign p_tick = w_25MHz;
endmodule
$ cat ./run.sh
#!/bin/bash
# OpenROAD 26Q1-2900-gdf79404cd8, Yosys 0.63+post, stock flow scripts
make -C /OpenROAD-flow-scripts/flow DESIGN_CONFIG=/design/flow/config.mk WORK_HOME=/design/flow/orfs finish
==> impl_metrics.yaml <==
# generated from flow reports
placement:
  place_inst: 481
  gp_congestion: 0.8219
  numPortBuffers: 15
  place_hpwl_um: 4928
clocking:
  cts.htree.levels: 2
  clock_latency_ps: 290
  cts-buffers-inserted: 5
  cts_resized: 0
  root_buffer: "clkbuf_8"
  ctsHoldBuffers: 0
  clk_pin_slew_ps: 80
  cts_tree: "yes"
  post_cts_buffers: 0
  ctsLongestPathBuffers: 2
yosys:
  yosys_area_um2: 3652
  enable_flop_cells: 1
  synthesis.instances: 369
  avgSynthCellArea_um2: 9.898
  syn_area_um2: 3652
  yosysTopAreaCellShare: 0.3905
  async_flop_share: 0.9831
  ys_warn_count: 3
  ys.flop_type: "dfrtp_1"
  synth_cell_type_count: 54
  top_area_cell: "dfrtp_1"
  postSynthSeqShare: 0.4060
  synth-seq-cells: 59
  yosys-top-cells-area: "dfrtp_1 (39%), ha_1 (14%), xnor2_1 (4.6%)"
  yosys_cells: 369
route:
  drc: 0
  routed_via_density: 5.057
  first_iter_violations: 105
  detail_route.antenna_diodes: 0
  vias: 2473
  wirelength_um: 6311
  drtPass1Iterations: 4
  drtAntennaViolNets: 0
  wire_per_inst_um: 12.91
pwr:
  ir_drop_mv: 0.1161
  powerDensity_nw_per_um2: 191.8
  power_uw: 758.5
  pwr-share-clk: 0.365
  sw_frac_of_total: 0.2414
  p_leak_nw: 1.787
  power.internal_uw: 575.4
  sequentialPowerShare: 0.562
  combPwrFrac: 0.073
  p_sw_uw: 183.1
final_timing:
  clock.fmax_ghz: 0.3548
  fin_crit_sh: 0.7417
  hold_violations: 0
  setup_viol: 0
  unclocked_pins: 20
  drv_slew: 0
  fin_worst_skew_ps: 9.643
  finalCriticalPeriod_ps: 2818
  setup_tns_ps: 0
  untimed_endpoints: 40
  rsz0062_at_grt: "no"
  slew_headroom: 0.5058
  tightest_slew_ps: 735.2
setup_path:
  r2r_cells: 9
  crit_path_end_kind: "register"
  critical_path_class: "primary input to register"
  r2r-start: "m.sq_x_reg[2]"
  r2r_slack_ps: 1310
  worstPathMaxFanout: 3
  rr_endpoint: "rgb_reg[6]"
  arrival_ps: 3040
  start_kind: "primary input"
  required_ps: 4020
hold_path:
  hold_end: "vc.r_25MHz[0]"
  hold_path_class: "register to register"
  hold_path_depth: 1
  hold_start: "vc.r_25MHz[0]"
global_route:
  use_met1: 0.2423
  grt_start_max_net_pins: 27
  grt-ovfl-total: 0
  antenna_found_initial: 0
  grt_pass1_wl_um: 11600
  grtUsageMet3: 0.02562
  gr-max-usage-layer: "met1"
  grt_use_total: 0.1514
  gr-usage-met2: 0.2313
  grt_pass1_vias: 2493
floorplan:
  fp_util: 0.4168
  core_area_um2: 8763
  die-area_um2: 9517
  num_io_pins: 20
  die_y_um: 97.56
  rows: 34
  die_w_um: 97.56
cells_and_area:
  most-common-layout-cells: "dfrtp_1 (57), ha_1 (41), nand2_1 (38), inv_1 (31), o21ai_1 (23)"
  syn2layout_area_growth_pct: 8.256
  fillers: 809
  drive_above_1_share: 0.05249
  fin_cells: 489
  layout.cells.most_common: "dfrtp_1"
flow_run:
  warning_count: 36
  maxCapViolCount: 0
run_status:
  status: "completed"
## metrics by stage
stage          hold slack (ps)    util  setup slack (ps)  area, µm²
3_5_place_dp             397.1  0.4416             666.3       3870
2_1_floorplan            386.2       -              1348       3664
6_report                 405.8  0.4512             981.5       3954
3_3_place_gp             397.6  0.4416             744.0       3870
4_1_cts                  408.1  0.4512             971.9       3954
5_1_grt                  419.5  0.4512             831.1       3954
## metal layers
layer  wire (µm)  up-vias
met5           0        -
met1        3209     1146
met2        2748       45
met4          88        0
li1            -     1275
met3         264        7
## critical path, stage by stage
cell	delay (ps)
clkdlybuf4s50_1	540
inv_1	130
fa_1	540
inv_1	40
ha_1	180
fa_1	430
mux2_1	290
mux2i_1	130
## area by class of cell
cell class / count / area [µm²] / area share
sequential: 59 / 1483 / 0.3750
timing repair buffer: 19 / 180.2 / 0.04557
clock buffer: 7 / 76.32 / 0.01930
tap: 108 / 135.1 / 0.03418
multi-input combinational: 261 / 1944 / 0.4918
inverter: 34 / 127.6 / 0.03228
clock inverter: 1 / 7.507 / 0.001899
## cell families (layout without fill, tap and decap cells)
kind of cell | count (synthesis) | count (layout) | synth area share
other | 1 | 4 | 0.001027
AND/OR/NAND/NOR | 105 | 105 | 0.1435
AND-OR/OR-AND | 69 | 69 | 0.1220
adder cells (fa/ha/maj) | 46 | 46 | 0.1679
buffers and inverters | 52 | 61 | 0.06475
XOR/XNOR | 32 | 32 | 0.08051
flip-flops | 59 | 59 | 0.4060
multiplexers | 5 | 5 | 0.01439
## worst max path at each step
stage / to / startpoint / cells past startpoint / slack, ps
after CTS: m.x_delta_reg[1] / sw[0] / 8 / 970
after global routing: m.x_delta_reg[1] / sw[0] / 8 / 830
final: m.x_delta_reg[1] / sw[0] / 8 / 980
## Yosys cell counts, types with 2 or more instances
library cell   n
ha_1          41
nor3_1         8
nor2b_1        2
fa_1           5
o21ai_1       23
buf_4         11
nor4_1         5
inv_2          2
or2_1          2
a211oi_1       2
nand3_1       10
inv_1         32
clkbuf_1       7
mux2i_1        3
xnor2_1       19
a31oi_1        2
nor2_1        22
o211ai_1       4
a21oi_1       12
or3b_1         2
a221oi_1       3
nand2_1       38
dfrtp_1       57
nand2b_1       2
xor2_1        12
o21ai_0        6
nand4_1        5
a21o_1         6
## power by group through the flow
stage	Combinational [mW]	Clock, mW	Sequential [mW]
4_1_cts	0.0577	0.287	0.427
5_1_grt	0.0668	0.304	0.427
6_report	0.0551	0.277	0.426
Power and IR drop assume default switching activity.
